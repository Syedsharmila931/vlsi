**flow/design.v**
```verilog
module clock_divider(clock_in, clock_out);
  input clock_in;
  output reg clock_out;
  reg[25:0] counter=26'd0;
  parameter DIVISOR = 26'd50000000;
  always @(posedge clock_in) 
    begin
      counter <= counter + 1;
      if(counter==(DIVISOR-1))
        counter <= 0;
      clock_out <= (counter<DIVISOR/2)?1'b1 : 1'b0;
    end
endmodule
```
**flow/run.sh**
```bash
#!/bin/bash
# OpenROAD 26Q1-2900-gdf79404cd8, Yosys 0.63+post, stock flow scripts
make -C /OpenROAD-flow-scripts/flow DESIGN_CONFIG=/design/flow/config.mk WORK_HOME=/design/flow/orfs finish
```
**flow/config.mk**
```make
export PLATFORM = sky130hd
export DESIGN_NAME = clock_divider
export DESIGN_NICKNAME = clock_divider
export VERILOG_FILES = /design/flow/design.v
export SDC_FILE = /design/flow/constraint.sdc
export NUM_CORES = 4
export LEC_CHECK = 1
export CORE_AREA = 10 10 98 98
export DIE_AREA = 0 0 108 108
```
**flow/constraint.sdc**
```tcl
current_design clock_divider

set clk_period 3.7
set clk_io_pct 0.2

create_clock -name clk0 -period $clk_period [get_ports {clock_in}]

set non_clock_inputs [all_inputs -no_clocks]
set_input_delay [expr $clk_period * $clk_io_pct] -clock clk0 $non_clock_inputs
set_output_delay [expr $clk_period * $clk_io_pct] -clock clk0 [all_outputs]
```
==> deck_impl_summary.md <==
Run Summary

Outcome
  • Status: completed

Logic synthesis
  • Yosys cell count: 139
  • Synth cell count leaders: dfxtp_1 (27), nor2_1 (15), nand4_1 (12), xnor2_1 (12), nand2_1 (11)
  • Yosys chip area: 1250 um2
  • Cell count after synthesis: 139
  • Ys flops: 27
  • Area leader share: 43.1%
  • Most frequent cell after synthesis: dfxtp_1
  • Cell taking the most area after synthesis: dfxtp_1
  • Mapped Avg Cell Area: 9.03 um2
  • Synth Seq Share: 43.1%
  • Synth Warn #: 1
  • Synthesized cell area: 1250 um2
  • Synth cell types: 33
  • Post-synth EDFFs: 0
  • Ys flop type: dfxtp_1
  • Top cells by area: dfxtp_1 (43%), xnor2_1 (8.4%), nand4_1 (6.0%)
  • Asr flop ratio synth: 0%

Setup path
  • Reg2reg setup slack: 1.72 ns
  • Reg2reg end: counter[22]
  • R2R cell count: 4
  • Critical Path Start Type: flop
  • R2R Path Start: counter[3]
  • Most numerous cell on the critical path: nand4_1
  • Critical path fanouts, max: 9
  • WS Path Type: flop to flop
  • WP data required: 3.86 ns
  • Crit path cell chain: nand4_1, nor3_1, nand4_1, mux2i_1
  • Worst Path Arrival: 2.14 ns
  • Crit-path max cell delay: 0.70 ns
  • Worst setup path start: counter[3]
  • Endpoint class of the critical path: flop
  • Crit-path slowest cell: nor3_1

Floorplan
  • Core ar.: 7650 um2
  • Fp_density: 16.4%
  • Chip Height: 108 um
  • Row count: 32
  • Chip area: 11700 um2
  • Die X-Extent: 108 um
  • # IOs: 2

Routing
  • 1st-pass router iterations: 4
  • Final wirelength: 2440 um
  • Via-per-instance ratio: 4.07
  • Remaining DRCs: 0
  • Post-route ant nets: 0
  • Vias post-DR: 993
  • # diodes: 0
  • Drt wl/cell: 9.98 um
  • Starting DRT DRC Count: 84

Placed design
  • GP Congestion: 0.923
  • Detailed placement HPWL: 1740 um
  • Post-place setup slack: 1.78 ns
  • PortBufs: 1
  • DP Cell Count: 240

Timing
  • Final Critical Period: 1.98 ns
  • Setup violators final: 0
  • Setup TNS: 0 ns
  • Slew Viols, Final: 0
  • Fin. Hold Viols: 0
  • Final worst slack: 1.72 ns
  • Slew HR: 49.5%
  • Max Freq: 504 MHz
  • Max Clock Skew: 0.00237 ns
  • RSZ-0062 raised after global routing: false
  • Actual slew at the worst max-slew pin: 0.751 ns
  • Period utilisation layout: 53.6%

Finish
  • Gate Area: 691 um2
  • Share of layout cells above drive strength 1: 4.23%
  • Fillers: 832
  • Post-Layout Cell Count: 244
  • Layout area overhead: 13.9%
  • Storage cell area: 541 um2

Pwr
  • Clock power share: 35.9%
  • Net Sw Frac: 18.9%
  • Pleak: 0.420 nW
  • NetSw: 0.0000856 W
  • Int Power: 0.000367 W
  • Pwr Density: 317 nW/um2
  • Sequential share of power: 64.1%
  • Tot Pwr: 0.000453 W
  • Logic pwr share: 0%
  • VDD IR-drop max: 0.138 mV

Job
  • Max-Cap Viols: 0
  • Log Warnings: 25

Clock network
  • Maximum level of the CTS H-tree: 1
  • Clock Latency Late Sink: 0.26 ns
  • Hold-fix buffers, CTS: 0
  • CTS max path bufs: 2
  • Register clock-pin slew on the reported worst setup and hold paths: 0.09 ns
  • Root Driver: clkbuf_8
  • Buffers inserted by post-CTS timing repair: 0
  • Number of gates resized after CTS: 0
  • CTS tree: built
  • Cts bufs inserted: 3
  • Clock sink count: 27

Global route
  • Initial antenna violation count: 0
  • Largest net degree at the start of global routing: 15
  • GRT Resource Usage Total: 4.33%
  • Number of global-route vias before repair: 874
  • Gr ovfl total: 0
  • First-pass GRT wire length: 4250 um

Worst hold path
  • Hold Path End: counter[0]
  • Hold/Removal Path Class: flop to flop
  • Hold Path Origin: counter[0]
  • Hold Path Stages: 1
-- area by class of cell --
type | count | area share, %
inverter | 4 | 1.05
tap | 102 | 8.93
sequential | 27 | 37.8
clock buffer | 4 | 3.15
multi-input combinational | 106 | 48.3
timing repair buffer | 1 | 0.701
-- placed cells by master (no fill, tap or decap), drive strengths merged, types with 3 or more instances in the layout --
cell,instances
and3,3
clkbuf,4
dfxtp,27
inv,4
mux2i,6
nand2,11
nand3,7
nand4,12
nor2,15
nor3,5
nor4,4
o21ai,6
or4,5
xnor2,12
xor2,4
-- power groups by stage --
stage,clock [W],combinational [W],sequential [W]
final,0.000163,0.000000000180,0.000290
after global routing,0.000180,0.000000000180,0.000290
after CTS,0.000170,0.000000000180,0.000290
-- logic make-up after synthesis --
family,Yosys count,synth area share (%)
xor gates and xnor gates,16,11.2
adders and majority gates,1,0.997
muxes,6,4.79
buffers and inverters,6,1.89
AOI/OAI and AO/OA,13,6.68
DFF,27,43.1
and+or+nand+nor,70,31.4
-- stage by stage --
stage / util (%) / instance area [um2] / hold slack, ns
2_1_floorplan: - / 1250 / 0.430
3_3_place_gp: 18.1 / 1380 / 0.449
6_report: 18.7 / 1430 / 0.479
3_5_place_dp: 18.1 / 1380 / 0.456
5_1_grt: 18.7 / 1430 / 0.514
4_1_cts: 18.7 / 1430 / 0.477
-- sequential cells by signal, indices dropped and copies added, names as in the netlist --
name	cells
counter	26
clock_out	1
-- worst max-delay path by stage --
stage	endpoint	slack (ns)	cells after the start
4_1_cts	counter[22]	1.73	4
6_report	counter[22]	1.72	4
5_1_grt	counter[10]	1.55	4
-- routing by layer --
layer | global-route usage, % | vias up | part of all wire [%]
met1 | 6.96 | 446 | 54
met2 | 5.91 | 27 | 41
met4 | 0.191 | 0 | 0
li1 | - | 520 | -
met5 | 0 | - | 0
met3 | 1.08 | 0 | 5.7
-- critical path: cells and delay by family, from the launching register on --
family	cells	cell delay, ns
flops	1	0.43
mux	1	0.16
simple gates	3	1.29
Power figures rest on the tool's default switching activity, not on a simulated workload.
