`/design/flow/run.sh`:
```
#!/bin/bash
# OpenROAD 26Q1-2900-gdf79404cd8, Yosys 0.63+post, stock flow scripts
make -C /OpenROAD-flow-scripts/flow DESIGN_CONFIG=/design/flow/config.mk WORK_HOME=/design/flow/orfs finish
```
`/design/flow/config.mk`:
```
export PLATFORM = sky130hd
export DESIGN_NAME = bcd_to_7seg_display
export DESIGN_NICKNAME = bcd_to_7seg_display
export VERILOG_FILES = /design/flow/design.v
export SDC_FILE = /design/flow/constraint.sdc
export NUM_CORES = 4
export LEC_CHECK = 1
export CORE_AREA = 10 10 98 98
export DIE_AREA = 0 0 108 108
```
`/design/flow/constraint.sdc`:
```
current_design bcd_to_7seg_display

set clk_period 4.0
set clk_io_pct 0.2

create_clock -name clk0 -period $clk_period [get_ports {clk}]

set non_clock_inputs [all_inputs -no_clocks]
set_input_delay [expr $clk_period * $clk_io_pct] -clock clk0 $non_clock_inputs
set_output_delay [expr $clk_period * $clk_io_pct] -clock clk0 [all_outputs]
```
`/design/flow/design.v`:
```
module Digital_Clock(
    Clk_1sec,  
    reset,     
    seconds,
    minutes,
    hours);
    input Clk_1sec;  
    input reset;
    output [5:0] seconds;
    output [5:0] minutes;
    output [4:0] hours;
    reg [5:0] seconds;
    reg [5:0] minutes;
    reg [4:0] hours; 
    always @(posedge(Clk_1sec) or posedge(reset))
    begin
        if(reset == 1'b1) begin  
            seconds = 0;
            minutes = 0;
            hours = 0;  end
        else if(Clk_1sec == 1'b1) begin 
            seconds = seconds + 1; 
            if(seconds == 60) begin
                seconds = 0;  
                minutes = minutes + 1; 
                if(minutes == 60) begin 
                    minutes = 0;  
                    hours = hours + 1;  
                   if(hours ==  24) begin  
                        hours = 0; 
                    end 
                end
            end     
        end
    end     
endmodule
module bcd_to_7seg_display (
    input clk,
    input reset,
    input [15:0] bcd_data,
    output reg [6:0] seg,
    output reg [3:0] an
);
    reg [1:0] digit_select = 0;
    reg [15:0] refresh_counter = 0;
    reg [3:0] current_bcd;
    wire refresh_tick = (refresh_counter == 49999);
    always @(posedge clk or posedge reset) begin
        if (reset) begin
            refresh_counter <= 0;
            digit_select <= 0;
        end else if (refresh_tick) begin
            refresh_counter <= 0;
            digit_select <= digit_select + 1;
        end else begin
            refresh_counter <= refresh_counter + 1;
        end
    end
    always @(*) begin
        case (digit_select)
            2'b00: begin current_bcd = bcd_data[3:0];   an = 4'b1110; end
            2'b01: begin current_bcd = bcd_data[7:4];   an = 4'b1101; end
            2'b10: begin current_bcd = bcd_data[11:8];  an = 4'b1011; end
            2'b11: begin current_bcd = bcd_data[15:12]; an = 4'b0111; end
        endcase
    end
    always @(*) begin
        case (current_bcd)
            4'd0: seg = 7'b1111110;
            4'd1: seg = 7'b0110000;
            4'd2: seg = 7'b1101101;
            4'd3: seg = 7'b1111001;
            4'd4: seg = 7'b0110011;
            4'd5: seg = 7'b1011011;
            4'd6: seg = 7'b1011111;
            4'd7: seg = 7'b1110000;
            4'd8: seg = 7'b1111111;
            4'd9: seg = 7'b1111011;
            default: seg = 7'b0000001;
        endcase
    end
endmodule
```
==> highlights.md <==
• 7650 µm² — core area
• dfrtp_1 — prevailing post-synth register cell
• 1001 — total via count after detailed routing
• 0.00511 ns — Worst Clk Skew
• buffers and inverters — critical path's top delay family
• 0.486 ns — Worst Hold Margin
• dfrtp_1 — most numerous cell in the Yosys netlist
• 95.0% — fin crit share
• 1210 µm² — post-synthesis instance area
• flop to flop — kind of path behind the tightest hold check
• 0.754 ns — measured slew at the worst slew-check pin
• 0.25 ns — Clk Latency, worst-skew pair
• 3.20 ns — data required time at the worst endpoint
• input pin to output port — worst setup path class
• 811 — tally of filler cells in the layout
• 0.263 GHz — maximum frequency from static timing analysis
• 108 µm — Die Ht
• 0 — setup violation total in the final timing report
• built — clock tree from TritonCTS
• 32 — count of tool warnings
• 0 — max-slew violation count
• 10.2 µm — final routed wire length divided by cell count
• clkbuf_8 — Clk Tree Root Cell
• 27 — unique cell type count in the Yosys netlist
• 0 — EDFF count, synth
• 37.6% — growth of design area from synthesis to finish
• 3.78 — Via density
• 18 — clock tree sinks
• no — setup repair after global routing missed its margin
• clkdlybuf4s50_1 — critical path's most frequent cell
• 0 — final tally of hold violations
• 15.9% — initial core utilization
• dfrtp_1 — cell type contributing the most total cell area after synthesis
• 0 — ANT cells
• 0.50 ns — slowest stage delay, CP
• 6.13% — share of final-layout standard cells stronger than drive strength 1
• 0 — number of buffers added for setup after CTS
• clkdlybuf4s50_1 — master of the slowest instance on the critical path
• 108 µm — overall die width
• 1 — maximum level of the CTS H-tree
• 21.8% — final core utilization
• 1210 µm² — area of the synthesized netlist per yosys stat
• 0 ns — final setup TNS
• 0.706 nW — static power due to leakage
• 1 — number of warnings reported in the yosys synthesis log
• 132 — cells in synth_stat.txt
• 0 — Residual DRC
• 3 — total buffers and inverters traversed by the critical path
• 3 — Inserted Clock Buffers
• 2110 µm — HPWL Detailed
• 37.1% — share of Yosys cell area claimed by the top area cell type
• 49.5% — Rel. slew slack
• 37.1% — sequential fraction of the synthesis area
• 0 — overall overflow remaining after global route
• 19 — largest net degree at the start of global routing
• 32 — # rows
• 100% — async set-or-reset flop fraction in the synthesized netlist
• 0 — post-detailed-route count of antenna-violating nets
• 4 — Detailed Routing Iterations Pass 1
• dfrtp_1, inv_1, nor2_1, ha_1, xnor2_1 — cell types with the highest counts after synthesis
• 0 — max cap viols
• 3.00 ns — worst endpoint data arrival time
• 4 — maximum fanout along the worst path
• 9.19 µm² — post-synthesis area per instance
• 2710 µm — total wirelength of the detailed-routed design
• 51 — DR iter-0 viols
• 4.75% — combined global-route utilization of all metal layers
• 3.80 ns — clock period minus final worst setup slack
• clkdlybuf4s50_1 > a222oi_1 > a21oi_1 > inv_1 > ha_1 > mux2_2 > o21ai_0 > clkdlybuf4s50_1 — critical path cell sequence
• 4720 µm — first-pass GRT wire length
• 1015 — number of global-route vias before repair
• 229 nW/µm² — power density of the placed cells
• input pin — Startpoint Class
• 111 µV — Worst IR Drop VDD
• 1.96 ns — setup slack of the most critical reg-to-reg path
• dfrtp_1, ha_1, xnor2_1 — main area contributors
• 2 — maximum root-to-sink buffer count
• 0 — antenna violations before repair
• 0.774 — GPL Wtd Cong
• 18 — Synth Register Bits
• 29 — top-level port count
• finished clean — status
• 0 — CTS Hold Buffers Added
• 28 — total of buffers placed on input and output ports
• 11700 µm² — chip area
• 0.000382 W — final total power
• 0.06 ns — clock slew seen by the registers of the worst setup and hold paths
• 132 — Post-Syn Instances
• output port — critical path capture point type
what timing repair did:
action                                  CTS  global route
endpoints found under the setup margin    0             1
resized                                   0             1
hold endpoints to repair                  0             0
layer usage:
metal / vias to the layer above / GRT usage (%) / wire length [µm] / part of all wire, %
li1: 518 / - / - / -
met1: 451 / 7.02 / 1380 / 51
met2: 32 / 6.98 / 1080 / 40
met3: 0 / 1.57 / 248 / 9.2
met4: 0 / 0.0954 / 0 / 0
met5: - / 0 / 0 / 0
worst register-to-register path, stage by stage (launching register included):
cell and delay (ns):
dfrtp_1 0.44, nor4b_2 0.29, nand4_1 0.14, nor3_2 0.66
mux2_2 0.41
cell type report:
cell class,count,area [µm²],share of cell area [%]
Multi-Input combinational cell,97,697,41.7
Timing Repair Buffer,28,280,16.8
Sequential cell,18,450,27.0
Tap cell,102,128,7.64
Clock buffer,4,55.1,3.30
Inverter,16,60.1,3.60
worst paths after layout:
check / startpoint / to / cells past startpoint
worst max-delay path: bcd_data[8] / seg[6] / 8
worst min-delay path: refresh_counter[0] / refresh_counter[0] / 1
worst max register to register: refresh_counter[5] / digit_select[1] / 4
worst min register to register: refresh_counter[0] / refresh_counter[0] / 1
max in group asynchronous: reset / refresh_counter[15] / 2
min in group asynchronous: reset / refresh_counter[7] / 2
cell usage in the layout, fill, tap and decap left out, types with 2 or more instances in the layout:
master and instances:
ha_1 11, clkdlybuf4s50_1 28, nor3_1 4, a32o_1 3, nor4_1 3, a21oi_1 8, nor2_1 14, a222oi_1 2
nand2_1 7, a21o_1 2, xnor2_1 10, mux2_2 2, nand4_1 5, xor2_1 5, inv_1 16, dfrtp_1 18
o21ai_0 3, nand3_1 6, nor2b_1 4, clkbuf_8 4
per-stage QoR:
stage / setup slack, ns / area (µm²) / instances
floorplan: 1.38 / 1210 / 132
global placement: 0.189 / 1610 / 261
detailed placement: 0.194 / 1610 / 261
CTS: 0.166 / 1670 / 265
global route: 0.0249 / 1670 / 265
finish: 0.198 / 1670 / 265
state kept, by name, indices dropped and copies added, names as in the netlist:
register / count
refresh_counter: 16
digit_select: 2
cell families after synthesis:
| family | synth area share, % |
|---|---|
| compound gates | 11.9 |
| xor+xnor | 10.8 |
| fa+ha+maj | 11.3 |
| buf+inv | 5.88 |
| flops | 37.1 |
| mux | 2.68 |
| simple gates | 20.3 |
where the power goes:
part	switching [W]	internal (W)	total (W)	leakage [nW]
sequential	0	0.000182	0.000182	0.242
combinational	0.0000199	0.0000326	0.0000525	0.436
clock	0.0000605	0.0000874	0.000148	0.0288
No activity file was given, so power comes from the tool's default toggle rates.
